--- flow/design.v ---
module clk_div (
    input wire clk_50,
    input wire rst,
    output reg clk_1 = 0
);
reg [24:0] cnt = 0;
always @(posedge clk_50) begin
    if(rst)begin
        clk_1 <= 0;
        cnt <= 0;
    end
    else if (cnt == 26'd24_999_999) begin
        clk_1 <= ~clk_1;
        cnt <= 0;
    end else begin
        cnt <= cnt + 1;
    end
end
endmodule
module counter (
    output reg [3:0] q,  
    input wire clk,
    input wire clr
);
    always @(posedge clk) begin
        if (!clr)begin
            q <= 0;
        end
        else if (q == 4'd15) begin
            q <= 0;
        end
        else begin
            q <= q + 1;
        end
    end
endmodule
module counter_clk (
    input wire clk_50,
    input wire rst,
    output wire [6:0] hout
);
    wire clk;
    wire [3:0] out;
    clk_div clkdiv(.clk_50(clk_50),.rst(rst),.clk_1(clk));
    counter cnt (.q(out),.clk(clk),.clr(rst));
    segment7 seg7 (.B(out),.H(hout));
endmodule
module segment7 (
    input [3:0] B,
    output reg [6:0] H
);
    always @(*) begin
        case (B)
            4'b0000 : H = 7'b1000000;  
            4'b0001 : H = 7'b1111001;  
            4'b0010 : H = 7'b0100100;  
            4'b0011 : H = 7'b0110000;  
            4'b0100 : H = 7'b0011001;  
            4'b0101 : H = 7'b0010010;  
            4'b0110 : H = 7'b0000010;  
            4'b0111 : H = 7'b1111000;  
            4'b1000 : H = 7'b0000000;  
            4'b1001 : H = 7'b0010000;  
            4'b1010 : H = 7'b0001000;  
            4'b1011 : H = 7'b0000011;  
            4'b1100 : H = 7'b1000110;  
            4'b1101 : H = 7'b0100001;  
            4'b1110 : H = 7'b0000110;  
            4'b1111 : H = 7'b0001110;  
            default: H = 7'b1111111;   
        endcase
    end
endmodule
--- flow/run.sh ---
#!/bin/bash
# OpenROAD 26Q1-2900-gdf79404cd8, Yosys 0.63+post, stock flow scripts
make -C /OpenROAD-flow-scripts/flow DESIGN_CONFIG=/design/flow/config.mk WORK_HOME=/design/flow/orfs finish
--- flow/config.mk ---
export PLATFORM = sky130hd
export DESIGN_NAME = counter_clk
export DESIGN_NICKNAME = counter_clk
export VERILOG_FILES = /design/flow/design.v
export SDC_FILE = /design/flow/constraint.sdc
export NUM_CORES = 4
export LEC_CHECK = 1
export CORE_AREA = 10 10 102 102
export DIE_AREA = 0 0 112 112
--- flow/constraint.sdc ---
current_design counter_clk

set clk_period 5.7
set clk_io_pct 0.2

create_clock -name clk0 -period $clk_period [get_ports {clk_50}]

set non_clock_inputs [all_inputs -no_clocks]
set_input_delay [expr $clk_period * $clk_io_pct] -clock clk0 $non_clock_inputs
set_output_delay [expr $clk_period * $clk_io_pct] -clock clk0 [all_outputs]
==> flow_metrics.rpt <==
PHYSICAL IMPLEMENTATION REPORT
----------------------------------------------------
[Floorplanning]
  Chip Footprint ........................ roughly 0.013 sq mm
  Total number of placement rows ........................ 33
  Core utilization at floorplan ........................ a little under a quarter
  Die width ........................ roughly 110 microns
  Chip height ........................ 112 microns
  Total core area ........................ ~0.0082 sq mm
  Number of top-level pins ........................ 9

[Route]
  Ant. Diodes ........................ 0
  First-iteration detailed-routing DRC count ........................ around 62
  1st-pass router iterations ........................ 4
  Vias per std cell ........................ about 4.6
  Vias after detailed routing ........................ roughly 1500
  Routed wirelength normalized by instance count ........................ ~11 microns
  DRT antenna net count ........................ 0
  Total DRC errors in the routed layout ........................ 0
  Wire length reported by the detailed router ........................ roughly 3.5 mm

[Timing]
  Number of pins with negative max-slew slack in the final report ........................ 0
  Setup repair after global routing missed its margin ........................ no
  Fmax ........................ approximately 440 MHz
  Count of endpoints without a timing constraint ........................ 18
  Worst clock skew on the final layout ........................ slightly below 0.007 ns
  Register pins left without a clock ........................ 11
  Fraction of the cycle the final worst path needs ........................ between 30% and 40%
  Number of setup violations in the final report ........................ 0
  Final count of hold timing violations ........................ 0
  Tightest slew margin relative to the limit ........................ 60.50%
  Measured slew at the worst slew-check pin ........................ slightly below 0.6 ns
  Setup total negative slack ........................ 0 ns
  Hold slack final ........................ 0.4763 ns
  Post-route minimum period ........................ 2.252 ns

[Clock tree]
  Clock root buffer master ........................ clkbuf_8
  Source-to-sink clock delay at the later pin of the worst-skew pair ........................ 0.27 ns
  TritonCTS Buffers ........................ 3
  Clock-pin slew of the registers on the worst-case setup and hold paths ........................ 0.08 ns
  CTS tree ........................ done
  Deepest clock path buffer count ........................ 2
  Total setup buffers inserted after CTS ........................ 0
  Hold-fix buffers, CTS ........................ 0
  Htree depth ........................ 1
  Post-CTS sizing ........................ 0

[Min path]
  Critical hold path startpoint ........................ clkdiv.cnt[0]
  Hold WC Path Type ........................ flop to flop
  Hold Path End ........................ clkdiv.cnt[0]
  Hold depth ........................ 1

[Global routing]
  Initial antenna violation count ........................ 0
  Global routing usage summed across all routing layers ........................ around 5.3%
  Overall overflow remaining after global route ........................ 0
  Global-route wire length before repair ........................ between 6 and 7 mm
  Pin count of the biggest net entering global routing ........................ 25
  Vias in the first global route ........................ around 1300

[Logic synthesis]
  Avg Synthesized Cell Area ........................ between 8 and 9 sq um
  Adder Share, Synth ........................ 5.281%
  Number of synthesis warnings ........................ 3
  Post-synthesis cell count from yosys ........................ between 200 and 250
  Cell Type Count ........................ between 40 and 50
  Syn Std Cell Area ........................ between 0.0015 and 0.002 sq mm
  Post-synthesis compound-gate area fraction ........................ a little over an eighth
  Yosys-reported design area after synthesis ........................ roughly 0.0019 sq mm
  And+or+nand+nor area frac ........................ roughly 29%
  Register share after synthesis ........................ between 30% and 40%
  Area fraction in mux cells ........................ about 2.1%
  #FFs+latches synth ........................ 37
  Cell count after synthesis ........................ 217
  Leading post-synthesis cells by cell area ........................ dfxtp_1 39%, xnor2_1 6.0%, ha_1 5.3%, nor2_1 4.8%, a21oi_1 2.9%
  Top cell type by instance count after synthesis ........................ dfxtp_1
  Most used standard cells in the synthesized netlist ........................ 37 x dfxtp_1, 24 x nor2_1, 13 x inv_1, 13 x xnor2_1, 12 x nand2_1
  Fraction of synthesized cell area taken by the top area cell type ........................ between 30 and 40%
  Number of synthesized flops with an enable pin ........................ 0
  Share of flip-flops with an asynchronous set or reset ........................ 0%
  Top logic family ........................ simple AND/OR/NAND/NOR gates
  Cell taking the most area after synthesis ........................ dfxtp_1
  Flip-flop cell with the highest count after synthesis ........................ dfxtp_1
  Post-Synth XOR/XNOR Area ........................ around 6.5%

[Worst setup path]
  Launch point of the worst reg-to-reg path ........................ clkdiv.cnt[0]
  Slowest cell on crit path ........................ clkdlybuf4s50_1
  Critical path, cell by cell ........................ clkdlybuf4s50_1, inv_1, o21ai_1, buf_4, nor2_1
  Slowest Stage Delay on Critical Path ........................ between 0.6 and 0.7 ns
  Setup CP Type ........................ primary input to flop
  Path depth of the worst reg2reg path ........................ 5
  Data arrival, critical path ........................ about 2.4 ns
  Buffer and inverter count on the worst path ........................ 3
  Maximum net fanout on the critical path ........................ 24
  Startpoint kind of the worst setup timing path ........................ primary input
  Critical path data required time ........................ between 5 and 6 ns
  Endpoint of the lowest-slack register-to-register path ........................ clkdiv.cnt[18]
  Top Family by Delay on Critical Path ........................ buffers and inverters
  Category of the worst setup path capture point ........................ flop
  Reg-to-reg setup timing slack ........................ 3.64 ns

[Power and ir drop]
  Peak supply drop ........................ between 70 and 80 uV
  Leakage power figure ........................ 0.6573 nW
  Pwr per Cell Area ........................ between 100 and 150 mW/mm^2

[Run]
  Max-cap violation count ........................ 0
  Stage-log warning count ........................ 30

[Layout]
  Area added between synthesis and finish ........................ 11.35%
  Share of final-layout standard cells stronger than drive strength 1 ........................ between 7 and 8%

[Placed design]
  Half-perimeter wire length after placement ........................ 2.539 mm
  Gpl congestion ........................ 0.8311
  Count of input and output buffers ........................ 8

[Outcome]
  Status ........................ complete, no violations

----------------------------------------------------
-- cells in the final DEF, fill, tap and decap left out, drive strengths merged, types with 4 or more instances in the layout --
cell	synthesis	routed
a21oi	13	13
and3	4	4
clkdlybuf4s50	0	8
dfxtp	37	37
ha	8	8
inv	13	13
mux2i	4	4
nand2	12	12
nand3	11	11
nand4	8	8
nor2	24	24
nor3	7	7
o21ai	8	8
o31ai	4	4
or3	7	7
or4	5	5
xnor2	13	13
-- registers in the layout, indices dropped and copies added, names as in the netlist --
signal / cells
clkdiv.clk_1: 1
clkdiv.cnt: 25
cnt.q: 4
hout: 7
-- logic make-up (layout without fill, tap and decap cells) --
| kind of cell | after synthesis | after routing |
|---|---|---|
| AND-OR/OR-AND | 39 | 39 |
| XOR/XNOR | 14 | 14 |
| AND/OR/NAND/NOR | 93 | 93 |
| buffers and inverters | 22 | 25 |
| multiplexers | 4 | 4 |
| flip-flops | 37 | 37 |
| adder cells (fa/ha/maj) | 8 | 8 |
-- worst max-delay path by stage --
| stage | start | end | cells after the start |
|---|---|---|---|
| CTS | rst | clkdiv.cnt[8] | 5 |
| global route | rst | clkdiv.cnt[12] | 5 |
| finish | rst | clkdiv.cnt[8] | 5 |
-- metal layers --
layer / share of wire (%) / vias to the layer above / wire length (microns) / track usage, %
met3: 4.5 / 6 / 158 / 1.086
met2: 43 / 23 / 1508 / 8.469
met4: 1.0 / 0 / 36 / 0.7614
met5: 0 / - / 0 / 0
li1: - / 786 / - / -
met1: 51 / 679 / 1784 / 7.508
-- area by class of cell --
type / instances / area [sq um]
fillers: 883 / 6106
multi-input cells: 158 / 1061
flip-flops and latches: 37 / 740.7
well taps: 105 / 131.4
repair buffers: 9 / 87.58
inverters: 13 / 48.80
clock buffers: 3 / 41.29
-- power by group --
part	leakage, nW	switching, mW	internal, mW
logic	0.335	0.00876	0.00521
registers	0.301	0.00214	0.183
clock network	0.0216	0.0539	0.0473
total	0.657	0.0648	0.236
-- through the flow --
stage	total power [mW]	instance area (sq um)	setup WS (ns)	util [%]	cells
6_report	0.3008	2111	3.448	25.69	325
5_1_grt	0.3139	2111	3.333	25.69	325
4_1_cts	0.3061	2111	3.427	25.69	325
3_5_place_dp	0.2041	2069	3.137	25.19	322
3_3_place_gp	0.2039	2069	3.163	25.19	322
2_1_floorplan	0.2007	1896	3.633	-	217
Power and IR drop assume default switching activity.
