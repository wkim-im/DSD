## ./design.v

```verilog
module Full_Adder (SUM,C_O,X,Y,C_I);
    input wire X,Y,C_I;
    output wire SUM,C_O;
    wire C1,C2, O1;
    or (C_O,C1,C2);
	Half_Adder ha1(.SUM(O1),.CARRY(C1),.X(X),.Y(Y));
    Half_Adder ha2(.SUM(SUM),.CARRY(C2),.X(O1),.Y(C_I));
endmodule
module Half_Adder(SUM,CARRY,X,Y);
	output wire SUM,CARRY;
	input wire X,Y;
	and a1(CARRY,X,Y);
	xor xo(SUM,X,Y);
endmodule
module RCA_4B (SUM,C_OUT,X,Y,C_IN);
    input wire [3:0] X,Y;
    input wire C_IN;
    output wire [3:0] SUM;
    output wire C_OUT;
    wire C1,C2,C3;
    Full_Adder fa1(.SUM(SUM[0]),.C_O(C1),.X(X[0]),.Y(Y[0]),.C_I(C_IN));
    Full_Adder fa2(.SUM(SUM[1]),.C_O(C2),.X(X[1]),.Y(Y[1]),.C_I(C1));
    Full_Adder fa3(.SUM(SUM[2]),.C_O(C3),.X(X[2]),.Y(Y[2]),.C_I(C2));    
    Full_Adder fa4(.SUM(SUM[3]),.C_O(C_OUT),.X(X[3]),.Y(Y[3]),.C_I(C3));
endmodule
```

## ./run.sh

```bash
#!/bin/bash
# OpenROAD 26Q1-2900-gdf79404cd8, Yosys 0.63+post, stock flow scripts
make -C /OpenROAD-flow-scripts/flow DESIGN_CONFIG=/design/flow/config.mk WORK_HOME=/design/flow/orfs finish
```

## ./config.mk

```make
export PLATFORM = sky130hd
export DESIGN_NAME = RCA_4B
export DESIGN_NICKNAME = RCA_4B
export VERILOG_FILES = /design/flow/design.v
export SDC_FILE = /design/flow/constraint.sdc
export NUM_CORES = 4
export LEC_CHECK = 1
export CORE_AREA = 10 10 70 70
export DIE_AREA = 0 0 80 80
```

## ./constraint.sdc

```tcl
current_design RCA_4B

set clk_period 3.8
set clk_io_pct 0.2

create_clock -name clk0 -period $clk_period

set non_clock_inputs [all_inputs -no_clocks]
set_input_delay [expr $clk_period * $clk_io_pct] -clock clk0 $non_clock_inputs
set_output_delay [expr $clk_period * $clk_io_pct] -clock clk0 [all_outputs]
```

==> GITHUB_STEP_SUMMARY <==
## Synthesis and layout report

| Metric | Value |
|---|---|
| Synth Cell Area | 148 um2 |
| # DRC | 0 |
| Sequential share of power | 0 |
| Max-area cell share | 0.542 |
| # clk buffers | 0 |
| Worst-Margin Slew | 0.100 ns |
| Cell with the most instances after synthesis | inv_1 |
| Yosys cell count | 18 |
| Maximum clock frequency | 0.272 GHz |
| WP data arrival | just under 3 ns |
| Post-synth top cells | inv_1, buf_4, fa_1 |
| Drt via density | about 1.7 |
| Area Growth Syn to Fin | 120% |
| Final Hold Fails | 0 |
| Register share after synthesis | 0 |
| Power Dens Cells | roughly 120 nW/um2 |
| Tool warnings | 32 |
| Post-synthesis cell type count | 3 |
| RSZ-0062 raised after global routing | no |
| Post-placement worst setup slack | -0.193 ns |
| Register area | 0 um2 |
| Leakage | 0.141 nW |
| Rows | 21 |
| Core Util at FP | 0.0432 |
| I/O Buffers | 14 |
| GRT overflow | 0 |
| WP data required | between 3 and 4 ns |
| Vias | 126 |
| Initial antenna violation count | 0 |
| Post CTS Setup Buffer Count | 0 |
| Fin crit share | 0.969 |
| CORE AREA | between 3000 and 4000 um2 |
| Post-route setup slack | roughly 0.12 ns |
| Post-synth area hogs | fa_1, inv_1, buf_4 |
| Syn. warnings | 0 |
| Largest net degree at the start of global routing | 2 |
| Flop count | 0 |
| Fraction of layout cells with a size suffix above 1 | 0.286 |
| Setup violators final | 0 |
| GRT Overall Usage | 0.0135 |
| Syn_area_per_cell | 8.20 um2 |
| Crit-path max FO | 1 |
| Final WL | about 430 um |
| Fillers | approximately 400 |
| Global-route wire length before repair | about 690 um |
| Number of global-route vias before repair | 159 |
| Crit start category | input port |
| Status | completed |
| Maxcap violations | 0 |
| Die y size | ~80 um |
| Critical path type | in2out |
| Final RePlAce weighted congestion | 0.817 |
| Initial DRC Count | 0 |
| Die width | 80 um |
| Clock network fraction of total power | 0 |
| Final ANT Viol Nets | 0 |
| Drt wl/cell | a little under 6 um |
| Int Power | about 0.000026 W |
| ANT cells | 0 |
| HP Class | in2out |
| Switching Power | 0.0000114 W |
| Sw frac | 0.305 |
| Yosys top cell by area | fa_1 |
| Peak supply drop | around 0.000039 V |
| Die area | around 6400 um2 |
| Critical path capture point type | primary output |
| Pre-antenna DRT Iters | 1 |
| Tot Pwr | ~0.000038 W |
| Worst relative slew slack | 0.933 |
| Gate power share | 1.000 |
| Final Max Slew Viols | 0 |
| Cells after Synth | 18 |
| I/O pins | 14 |
| Post-CTS Hold Buffers | 0 |
| Chip Area, Yosys | roughly 150 um2 |
| DP Wirelength | approximately 400 um |
| Final worst path period need | ~3.7 ns |
[through the flow]
step / hold slack [ns] / instances / setup TNS (ns) / util / area (um2)
finish: 2.33 / 74 / 0 / 0.0952 / 325
CTS: 2.45 / 74 / 0 / 0.0945 / 323
global route: 2.39 / 74 / 0 / 0.0952 / 325
global placement: 2.57 / 74 / -0.180 / 0.0923 / 315
detailed placement: 2.57 / 74 / -0.200 / 0.0923 / 315
floorplan: 1.74 / 18 / 0 / - / 148
[final timing paths]
path	slack, ns	end	cells past startpoint	from
min	2.33	SUM[0]	5	X[0]
max	0.12	C_OUT	10	C_IN
[cells in the final DEF, fill, tap and decap left out, drive strengths merged]
cell type,netlist,layout
fa,4,4
dlygate4sd2,0,2
inv,10,10
clkdlybuf4s50,0,11
dlymetal6s2s,0,1
[power by group through the flow]
stage	Clock, W	Combinational, W	Sequential, W
6_report	0	0.0000375	0
5_1_grt	0	0.0000445	0
4_1_cts	0	0.0000395	0
[critical path, stage by stage]
cell,delay [ns]
clkdlybuf4s50_1,0.46
inv_1,0.05
fa_2,0.33
inv_2,0.06
fa_2,0.20
fa_2,0.19
inv_2,0.04
fa_2,0.33
inv_1,0.05
clkdlybuf4s50_1,0.45
[layer usage]
| metal | global-route usage | up-vias | wire length [um] |
|---|---|---|---|
| met1 | 0.0181 | 52 | 201 |
| met2 | 0.0144 | 14 | 88 |
| li1 | - | 60 | - |
| met5 | 0 | - | 0 |
| met4 | 0 | 0 | 0 |
| met3 | 0.0148 | 0 | 137 |
[cell type report]
class / count / area, um2 / share of cell area
multi-input combinational: 4 / 90.1 / 0.277
timing repair buffer: 14 / 140 / 0.431
tap: 46 / 57.6 / 0.177
inverter: 10 / 37.5 / 0.115
[logic make-up (layout without fill, tap and decap cells)]
logic type,after synthesis,after routing,share of synthesized area
adder cells (fa/ha/maj),4,4,0.542
buffers and inverters,14,24,0.458
[repair_timing]
action | in CTS | in global routing
gates resized | 10 | 1
endpoints found under the setup margin | 2 | 2
pin swaps | 3 | 2
Power figures rest on the tool's default switching activity, not on a simulated workload.
