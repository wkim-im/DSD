### ./config.mk
export PLATFORM = sky130hd
export DESIGN_NAME = passwordlocksystem
export DESIGN_NICKNAME = passwordlocksystem
export VERILOG_FILES = /design/flow/design.v
export SDC_FILE = /design/flow/constraint.sdc
export NUM_CORES = 4
export LEC_CHECK = 1
export CORE_UTILIZATION = 50
### ./constraint.sdc
current_design passwordlocksystem

set clk_period 3.9
set clk_io_pct 0.2

create_clock -name clk0 -period $clk_period [get_ports {clk_50}]

set non_clock_inputs [all_inputs -no_clocks]
set_input_delay [expr $clk_period * $clk_io_pct] -clock clk0 $non_clock_inputs
set_output_delay [expr $clk_period * $clk_io_pct] -clock clk0 [all_outputs]
### ./design.v
module clk_div_pls (
    input wire clk_50,
    output reg clk_1 = 0
);
    reg [23:0] cnt = 0;
    always @(posedge clk_50) begin
        if (cnt == 6_250_000 - 1) begin   
            clk_1 <= ~clk_1;
            cnt <= 0;
        end else begin
            cnt <= cnt + 1;
        end
    end
endmodule
module passwordlocksystem(
    input wire clk_50,
    input wire [3:0] USERIN,
    input wire [3:0] KEY,    
    input wire rst,
    output reg LEDR,
    output reg LEDG,
    output reg [6:0] H0,
    output reg [6:0] H1,
    output reg [6:0] H2,
    output reg [6:0] H3
);
    localparam ST_IDLE   = 4'd0,
               ST_INPUT0 = 4'd1,
               ST_INPUT1 = 4'd2,
               ST_INPUT2 = 4'd3,
               ST_INPUT3 = 4'd4,
               ST_VERIFY = 4'd5,
               ST_SUCCESS= 4'd6,
               ST_FAIL   = 4'd7,
               ST_STOP   = 4'd8;
    reg [3:0] state = ST_IDLE;
    reg [15:0] inputpw = 16'd0;  
    wire [15:0] initialpw = 16'b0000_0001_1010_1111;  
    wire clk_1;
    clk_div_pls clkdiv(.clk_50(clk_50), .clk_1(clk_1));
    wire [6:0] HIN;
    segment7_pls seg7(.B(USERIN), .H(HIN));
    reg [2:0] cnt = 0;
    reg blink = 0;
    always @(posedge clk_1 or posedge rst) begin
        blink <= ~blink;
        if (rst) begin
            state <= ST_IDLE;
            blink <= 0;
            inputpw <= 16'd0;
            LEDR <= 0;
            LEDG <= 0;
            H0 <= 7'b0111111;
            H1 <= 7'b0111111;
            H2 <= 7'b0111111;
            H3 <= 7'b0111111;
            cnt <= 0;
        end else begin
            case (state)
                ST_IDLE: begin
                    H0 <= 7'b0111111;
                    H1 <= 7'b0111111;
                    H2 <= 7'b0111111;
                    H3 <= 7'b0111111;
                    LEDR <= 0;
                    LEDG <= 0;
                    if (|USERIN)
                        state <= ST_INPUT0;
                end
                ST_INPUT0: begin
                    H0 <= blink ? 7'b1111111 : HIN;
                    if (KEY[3]==0) begin
                        H0 <= HIN;
                        inputpw[15:12] <= USERIN;
                        state <= ST_INPUT1;
                    end
                end
                ST_INPUT1: begin
                    H1 <= blink ? 7'b1111111 : HIN;
                    if (KEY[2]==0) begin
                        H1 <= HIN;
                        inputpw[11:8] <= USERIN;
                        state <= ST_INPUT2;
                    end
                end
                ST_INPUT2: begin
                    H2 <= blink ? 7'b1111111 : HIN;
                    if (KEY[1]==0) begin
                        H2 <= HIN;
                        inputpw[7:4] <= USERIN;
                        state <= ST_INPUT3;
                    end
                end
                ST_INPUT3: begin
                    H3 <= blink ? 7'b1111111 : HIN;
                    if (KEY[0]==0) begin
                        H3 <= HIN;
                        inputpw[3:0] <= USERIN;
                        state <= ST_VERIFY;
                    end
                end
                ST_VERIFY: begin
                    if (inputpw == initialpw)
                        state <= ST_SUCCESS;
                    else
                        state <= ST_FAIL;
                    cnt <= 0;
                end
                ST_SUCCESS: begin
                    LEDG <= 1;
                    H0 <= 7'b0001100;  
                    H1 <= 7'b0001000;  
                    H2 <= 7'b0001010;  
                    H3 <= 7'b0001010;  
                    cnt <= cnt + 1;
                    if (cnt == 6) begin
                        state <= ST_STOP;
                        cnt <= 0;
                    end
                end
                ST_FAIL: begin
                    LEDR <= 1;
                    H0 <= 7'b0001110;  
                    H1 <= 7'b0001000;  
                    H2 <= 7'b1001111;  
                    H3 <= 7'b1000111;  
                    cnt <= cnt + 1;
                    if (cnt == 6)begin
                        state <= ST_STOP;
                        cnt <= 0;
                    end
                end
                ST_STOP: begin
                    cnt <= cnt + 1;
                    if (cnt == 6) begin
                        state <= ST_IDLE;
                    end
                end
            endcase
        end
    end
endmodule
 module segment7_pls (
    input [3:0] B,
    output reg [6:0] H
);
    always @(*) begin
        case (B)
            4'b0000 : H = 7'b1000000;  
            4'b0001 : H = 7'b1111001;  
            4'b0010 : H = 7'b0100100;  
            4'b0011 : H = 7'b0110000;  
            4'b0100 : H = 7'b0011001;  
            4'b0101 : H = 7'b0010010;  
            4'b0110 : H = 7'b0000010;  
            4'b0111 : H = 7'b1111000;  
            4'b1000 : H = 7'b0000000;  
            4'b1001 : H = 7'b0010000;  
            4'b1010 : H = 7'b0001000;  
            4'b1011 : H = 7'b0000011;  
            4'b1100 : H = 7'b1000110;  
            4'b1101 : H = 7'b0100001;  
            4'b1110 : H = 7'b0000110;  
            4'b1111 : H = 7'b0001110;  
            default: H = 7'b1111111;   
        endcase
    end
endmodule
### ./run.sh
#!/bin/bash
# OpenROAD 26Q1-2900-gdf79404cd8, Yosys 0.63+post, stock flow scripts
make -C /OpenROAD-flow-scripts/flow DESIGN_CONFIG=/design/flow/config.mk WORK_HOME=/design/flow/orfs finish
==> ci_impl_report.md <==
### Yosys + OpenROAD results

| Metric | Value |
|---|---|
| Cell Pwr Density | `104.7 mW/mm2` |
| Worst hold slack | `0.4678 ns` |
| Max clock buf depth | `2` |
| Worst Setup Start Kind | `flop` |
| Final setup violation count | `0` |
| Synthesized registers | `79` |
| Register pins left without a clock | `54` |
| Count leader, synth | `nor2_1` |
| Via count | `3112` |
| Post-DP HPWL | `6.267 mm` |
| Worst Hold Class | `reg2reg` |
| Setup repair after global routing missed its margin | `false` |
| Routed wire length | `8.615 mm` |
| H-tree Lvls | `1` |
| # rows | `32` |
| Number of global-route vias before repair | `2892` |
| Post-CTS setup buffers | `0` |
| Clk Latency, worst-skew pair | `0.26 ns` |
| Final period util | `57.92%` |
| Hold Fails Final Rpt | `0` |
| Crit path DRT | `3.80 ns` |
| Xor/xnor share | `3.908%` |
| Die area | `0.008431 mm2` |
| DRC viols | `0` |
| Mapped Cells | `403` |
| Yosys cell types | `65` |
| Synth area leader | `dfrtp_1` |
| MUX share of area | `7.599%` |
| RD Place Congestion | `0.8783` |
| Largest net degree at the start of global routing | `55` |
| Fa+ha+maj area frac | `2.792%` |
| Endpoints left unconstrained | `84` |
| Top-area cell share | `18.61%` |
| Synth cell count leaders | `38 x nor2_1, 30 x dfrtp_1, 25 x nand2_1` |
| Register share after synthesis | `46.90%` |
| Worst-path clk slew | `0.08 ns` |
| Number of diodes | `0` |
| Filler Cell Count | `694` |
| Critical Path Sink Type | `flop` |
| Number of hold buffers added after cts | `0` |
| Core Util at FP | `51.93%` |
| Synth Cell Area | `0.004034 mm2` |
| CTS tree | `yes` |
| Slew HR | `39.94%` |
| Number of gates resized after CTS | `0` |
| Area delta synth->final | `12.25%` |
| Post-synth EDFFs | `1` |
| Max-slew violation count | `0` |
| F_max | `442.7 MHz` |
| Worst-margin pin slew | `0.8933 ns` |
| Ratio of cells with drive above 1 in the final layout | `14.69%` |
| Antenna violation net count after detailed routing | `0` |
| Crit Path Max Fanout | `12` |
| Via density | `5.861` |
| Cell total in the yosys stat output | `403` |
| Core area | `0.007767 mm2` |
| Antenna violations before repair | `0` |
| First-pass GRT wire length | `14.61 mm` |
| Worst VDD drop | `0.1638 mV` |
| Max-Cap Viols | `0` |
| Asr flop ratio synth | `68.35%` |
| I/O pin count | `40` |
| Root Buffer | `clkbuf_8` |
| Top logic family | `simple AND/OR/NAND/NOR gates` |
| DRT Pass-1 Iters | `4` |
| DIE HEIGHT | `91.82 um` |
| Basic Gates by Area | `19.73%` |
| DRT iter0 DRCs | `129` |
| Minimum clock period | `2.259 ns` |
| Final setup TNS | `0 ns` |
| Grt ovf | `0` |
| Worst Skew | `0.004320 ns` |
| Total GRT Usage | `22.44%` |
| Yosys aoi share | `15.23%` |
| Area reported by Yosys stat | `0.004034 mm2` |
| Port Buffers | `39` |
| Tool warning count | `32` |
| Leak pwr | `0.001721 uW` |
| Chip width | `91.82 um` |
| Ys Warns | `3` |
| Number of buffers created by CTS | `3` |
| Most used DFF post-synth | `dfrtp_1` |
| Status | `finished clean` |
| WP data arrival | `2.16 ns` |
| Wirelength per Cell | `16.22 um` |
| Syn Area/Cell | `10.01 um2` |
| Critical path class | `reg2reg` |
| Top cells, area | `dfrtp_1 19%, dfstp_2 16%, dfxtp_1 12%` |
layout by cell type (no fill, tap or decap), types with 6 or more instances in the layout:
cell             count
nand4_1             16
ha_1                 9
inv_1               12
dfxtp_1             24
a21oi_1             19
nor3_1               6
nand3_1             10
o22a_1               6
nor2_1              38
dfrtp_1             30
clkdlybuf4s50_1     39
mux2i_1              7
dfstp_2             24
nand2_1             25
o21ai_0             21
mux2_2              19
xnor2_1             13
sequential cells by signal, summed over array words and instances, names as in the netlist:
register	count
clkdiv.cnt	24
LEDR	1
LEDG	1
cnt	3
H1	7
state	4
blink	1
clkdiv.clk_1	1
H0	7
H2	7
inputpw	16
H3	7
final timing paths:
path                                           startpoint                        end  slack (ns)  depth (start not counted)
worst min register to register  clkdiv.cnt[20]$_SDFF_PN0_  clkdiv.cnt[20]$_SDFF_PN0_        0.47                          1
worst min-delay path            clkdiv.cnt[20]$_SDFF_PN0_  clkdiv.cnt[20]$_SDFF_PN0_        0.47                          1
worst max register to register   clkdiv.cnt[0]$_SDFF_PN0_     clkdiv.clk_1$_DFFE_PN_        1.64                          4
worst max-delay path             clkdiv.cnt[0]$_SDFF_PN0_     clkdiv.clk_1$_DFFE_PN_        1.64                          4
metal layers:
| metal | up-vias | global-route usage [%] | wire length, um |
|---|---|---|---|
| met3 | 9 | 1.181 | 313 |
| li1 | 1523 | - | - |
| met2 | 76 | 36.34 | 4096 |
| met4 | 0 | 2.734 | 109 |
| met1 | 1504 | 36.49 | 4095 |
| met5 | - | 0 | 0 |
critical path: stages, from the launching register on:
cell	delay (ns)
dfxtp_1	0.39
ha_1	0.24
and3_1	0.34
nand4_1	0.23
nor2_1	0.70
area by class of cell:
type | instances | area [um2] | area share (%)
Tap cell | 102 | 127.6 | 2.818
Inverter | 13 | 48.80 | 1.078
Timing Repair Buffer | 44 | 427.9 | 9.450
Multi-Input combinational cell | 289 | 1987 | 43.88
Clock buffer | 4 | 45.04 | 0.9948
Sequential cell | 79 | 1892 | 41.78
per-stage QoR:
| step | utilization (%) | std cells | area [um2] | worst slack (ns) | power, uW |
|---|---|---|---|---|---|
| after floorplan | - | 403 | 4034 | 2.100 | 300.6 |
| after global placement | 57.72 | 527 | 4483 | 1.725 | 328.4 |
| after detailed placement | 57.72 | 527 | 4483 | 1.662 | 328.9 |
| after CTS | 58.30 | 531 | 4528 | 1.652 | 476.9 |
| after global routing | 58.30 | 531 | 4528 | 1.422 | 491.9 |
| final | 58.30 | 531 | 4528 | 1.641 | 473.9 |
logic make-up (layout without fill, tap and decap cells):
family                   after synthesis  in the layout
AND-OR/OR-AND                         90             90
buffers and inverters                 35             61
flip-flops                            79             79
adder cells (fa/ha/maj)                9              9
AND/OR/NAND/NOR                      145            145
multiplexers                          27             27
XOR/XNOR                              18             18
power by group:
part / switching [uW] / internal (uW)
clock: 78.4 / 73.0
sequential: 0 / 258
combinational: 41.5 / 23.0
Power is estimated from default activity; no workload was simulated.
